--- /design/flow/design.v ---
module csr_file (
    input wire clk,
    input wire rst,
    input wire [11:0] csr_addr,
    input wire [31:0] csr_wdata,
    input wire csr_we,            
    output reg [31:0] csr_rdata,
    input wire timer_irq,   
    input wire ext_irq,     
    input wire trap_trigger,       
    input wire [31:0] trap_pc,     
    input wire [31:0] trap_cause,  
    input wire mret_trigger,       
    output wire [31:0] mtvec_out,  
    output wire [31:0] mepc_out,   
    output wire mstatus_mie,       
    output wire mie_mtie,          
    output wire mie_meie,          
    output wire mip_mtip,          
    output wire mip_meip           
);
    reg [31:0] mstatus;
    reg [31:0] mie;
    reg [31:0] mtvec;
    reg [31:0] mepc;
    reg [31:0] mcause;
    wire [31:0] mip = {20'b0, ext_irq, 3'b0, timer_irq, 7'b0};
    assign mtvec_out = mtvec;
    assign mepc_out = mepc;
    assign mstatus_mie = mstatus[3];
    assign mie_mtie = mie[7];
    assign mie_meie = mie[11];
    assign mip_mtip = timer_irq;
    assign mip_meip = ext_irq;
    localparam CSR_MSTATUS = 12'h300;
    localparam CSR_MIE     = 12'h304;
    localparam CSR_MTVEC   = 12'h305;
    localparam CSR_MEPC    = 12'h341;
    localparam CSR_MCAUSE  = 12'h342;
    localparam CSR_MIP     = 12'h344;
    always @(*) begin
        case (csr_addr)
            CSR_MSTATUS: csr_rdata = mstatus;
            CSR_MIE:     csr_rdata = mie;
            CSR_MTVEC:   csr_rdata = mtvec;
            CSR_MEPC:    csr_rdata = mepc;
            CSR_MCAUSE:  csr_rdata = mcause;
            CSR_MIP:     csr_rdata = mip;
            default:     csr_rdata = 32'b0;
        endcase
    end
    always @(posedge clk or posedge rst) begin
        if (rst) begin
            mstatus <= 32'b0;
            mie     <= 32'b0;
            mtvec   <= 32'b0;
            mepc    <= 32'b0;
            mcause  <= 32'b0;
        end else if (trap_trigger) begin
            mepc <= trap_pc;
            mcause <= trap_cause;
            mstatus[7] <= mstatus[3];  
            mstatus[3] <= 1'b0;        
        end else if (mret_trigger) begin
            mstatus[3] <= mstatus[7];  
            mstatus[7] <= 1'b1;        
        end else if (csr_we) begin
            case (csr_addr)
                CSR_MSTATUS: begin
                    mstatus[3] <= csr_wdata[3];  
                    mstatus[7] <= csr_wdata[7];  
                end
                CSR_MIE: begin
                    mie[7]  <= csr_wdata[7];   
                    mie[11] <= csr_wdata[11];  
                end
                CSR_MTVEC:   mtvec  <= csr_wdata;
                CSR_MEPC:    mepc   <= csr_wdata;
                CSR_MCAUSE:  mcause <= csr_wdata;
                default: ;  
            endcase
        end
    end
endmodule
--- /design/flow/run.sh ---
#!/bin/bash
# OpenROAD 26Q1-2900-gdf79404cd8, Yosys 0.63+post, stock flow scripts
make -C /OpenROAD-flow-scripts/flow DESIGN_CONFIG=/design/flow/config.mk WORK_HOME=/design/flow/orfs finish
--- /design/flow/config.mk ---
export PLATFORM = sky130hd
export DESIGN_NAME = csr_file
export DESIGN_NICKNAME = csr_file
export VERILOG_FILES = /design/flow/design.v
export SDC_FILE = /design/flow/constraint.sdc
export NUM_CORES = 4
export LEC_CHECK = 1
export CORE_UTILIZATION = 50
--- /design/flow/constraint.sdc ---
current_design csr_file

set clk_period 8.9
set clk_io_pct 0.2

create_clock -name clk0 -period $clk_period [get_ports {clk}]

set non_clock_inputs [all_inputs -no_clocks]
set_input_delay [expr $clk_period * $clk_io_pct] -clock clk0 $non_clock_inputs
set_output_delay [expr $clk_period * $clk_io_pct] -clock clk0 [all_outputs]
==> impl_metrics.tcl <==
# yosys + openroad results
set metrics [dict create \
    ant_nets 0 \
    cp-start-kind "input pin" \
    fin_util_pct 76.6 \
    ys_types 35 \
    finalClockPeriodUsage_pct 74.2 \
    async_flop_share_pct 100 \
    ys_cells 499 \
    htreeDepth 3 \
    p_leak_nw 2.95 \
    grt_setup_unrepaired "no" \
    max_freq_ghz 0.151 \
    clkTransAtPathRegs_ns 0.08 \
    antenna_found_initial 0 \
    syn-mean-instance-area_um2 10.3 \
    cts_resized 0 \
    dpl.cell_count 820 \
    worstMarginPinSlew_ns 0.685 \
    dp_slack_ns 2.29 \
    hold_viol 0 \
    first_pass_iters 4 \
    drive_gt1_share_pct 10.3 \
    stdcell_count 835 \
    grt_use_total_pct 27.5 \
    ios 216 \
    cp.required_ns 7.12 \
    cts_setup_buffers 0 \
    overflow 0 \
    tool_warnings 26 \
    maxSlewHeadroom_pct 54.4 \
    hpwl_um 9770 \
    crit_fanout 15 \
    ys_top_cells_by_count "dfrtp_1, mux2i_1, nand2_1, o21ai_1, mux2_2" \
    clockBufferDepth 2 \
    syn_area_um2 5140 \
    setup_viol 0 \
    rows 36 \
    synth_cells 499 \
    area_leaders "dfrtp_1, mux2i_1, mux2_2" \
    fin_total_pwr_w 0.000937 \
    via_count 4428 \
    grt_pass1_wl_um 21500 \
    clock_sinks 100 \
    yosysWarningCount 1 \
    clock_skew_ns 0.000508 \
    most_common_cell "dfrtp_1" \
    powerDensity_nw_per_um2 124 \
    n_antenna_cell 0 \
    yosys.area.top_type "dfrtp_1" \
    peakVddDrop_v 0.000102 \
    enable_flop_cells 0 \
    routedWlPerCell_um 16.6 \
    cts_tree "yes" \
    viasPerCell 5.30 \
    drc 0 \
    finalMaxSlewViolations 0 \
    grt_pass1_vias 4325 \
    grt_max_degree 73 \
    top_area_share_pct 48.6 \
    cap_violations 0 \
    fin_crit_ns 6.61 \
    status "finished, final reports clean" \
    dieArea_um2 10700 \
    yosys_area_um2 5140 \
    ys.flop_type "dfrtp_1" \
    crit_type "in2out" \
    ys_ff 100 \
    timing.setup.tns_ns 0 \
    core_area_um2 9860 \
    cts_hold_buf 0 \
    drt_first_iter_violations 128 \
    hold_class "reg2reg" \
    clk_latency_ns 0.34 \
    worst_slack_ns 2.29 \
    critPathCaptureType "output pin" \
    port_buffers 215 \
    die_x_um 103 \
    cp.arrival_ns 4.83 \
    yosys.stat.seqShare_pct 48.6 \
    die_y_um 103 \
    cts-root-buf "clkbuf_8" \
    cts_buffers 9 \
    drt_wl_total_um 13900 \
    fp_util_pct 52.2 \
    gp_congestion 0.886 \
    area_growth_pct 46.8 \
]
placed cells by master, fill, tap and decap left out, types with 3 or more instances in the layout:
cell	instances
nor2_1	6
clkdlybuf4s50_1	214
buf_4	11
inv_1	32
o21ai_0	33
nand2_1	65
a22oi_1	31
o21ai_1	60
nand3_1	3
dfrtp_1	100
nor3_1	3
nor2b_1	3
clkbuf_8	11
mux2_2	37
mux2i_1	66
power breakdown:
part / switching, W / internal [W]
Combinational: 0.0000545 / 0.0000899
Sequential: 0.0000189 / 0.000481
Clock: 0.000149 / 0.000145
Total: 0.000222 / 0.000716
cell type report:
class	instances	area (um^2)
flip-flops and latches	100	2500
multi-input cells	329	2330
fillers	648	2310
repair buffers	225	2220
well taps	133	166
clock buffers	12	155
inverters	33	126
clock inverters	3	46.3
worst paths after layout:
| path | cells past startpoint | slack, ns | startpoint | to |
|---|---|---|---|---|
| max | 7 | 2.29 | csr_addr[10] | csr_rdata[13] |
| min | 1 | 0.54 | mie_meie | mie_meie |
| max reg2reg | 3 | 7.91 | mstatus[7] | mstatus_mie |
| min reg2reg | 1 | 0.54 | mie_meie | mie_meie |
| max in group asynchronous | 3 | 5.93 | rst | mcause[28] |
| min in group asynchronous | 2 | 1.84 | rst | mtvec[29] |
per-stage QoR:
step | instance area (um^2) | hold slack, ns
2_1_floorplan | 5140 | 0.475
3_3_place_gp | 7350 | 0.511
3_5_place_dp | 7350 | 0.519
4_1_cts | 7550 | 0.538
5_1_grt | 7550 | 0.557
6_report | 7550 | 0.535
sequential cells by signal, indices dropped and copies added (netlist names):
register,count
mie_meie,1
mstatus,1
mie_mtie,1
mtvec,32
mcause,32
mepc,32
mstatus_mie,1
logic make-up (layout without fill, tap and decap cells):
logic type | Yosys count | after routing | synth area share, %
and+or+nand+nor | 94 | 94 | 9.12
buffers and inverters | 70 | 273 | 6.42
DFF | 100 | 100 | 48.6
AOI/OAI and AO/OA | 132 | 132 | 14.9
muxes | 103 | 103 | 20.9
worst max-delay path: stages:
cell and delay, ns:
clkdlybuf4s50_1 0.39, nand4bb_1 0.57, nor3_1 0.44, nand3_1 0.52, buf_4 0.41, o21ai_0 0.20, clkdlybuf4s50_1 0.51
per-layer routing:
metal  global-route usage (%)  routed length (um)
met1                     41.6                6130
met4                     4.66                 256
met3                     7.45                1140
met5                        0                   0
met2                     42.3                6380
Power is estimated from default activity; no workload was simulated.
