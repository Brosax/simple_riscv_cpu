<file path="run.sh">
#!/bin/bash
# OpenROAD 26Q1-2900-gdf79404cd8, Yosys 0.63+post, stock flow scripts
make -C /OpenROAD-flow-scripts/flow DESIGN_CONFIG=/design/flow/config.mk WORK_HOME=/design/flow/orfs finish
</file>
<file path="config.mk">
export PLATFORM = sky130hd
export DESIGN_NAME = timer
export DESIGN_NICKNAME = timer
export VERILOG_FILES = /design/flow/design.v
export SDC_FILE = /design/flow/constraint.sdc
export NUM_CORES = 4
export LEC_CHECK = 1
export CORE_UTILIZATION = 30
</file>
<file path="design.v">
module timer(
    input wire clk,
    input wire rst,
    input wire [31:0] address,       
    input wire [31:0] write_data,    
    input wire write_enable,         
    output wire [31:0] read_data,    
    output wire interrupt
);
    reg [63:0] mtime_reg;
    reg [63:0] mtimecmp_reg;
	always @(posedge clk or posedge rst) begin
		if (rst) begin
			mtime_reg <= 64'd0;
			mtimecmp_reg <= 64'd0;
		end else begin
			mtime_reg <= mtime_reg + 64'd1;
			if (write_enable) begin
				case (address)
					32'hFFFF0008: mtimecmp_reg[31:0] <= write_data;
					32'hFFFF000C: mtimecmp_reg[63:32] <= write_data;
					default: ;
				endcase
			end
		end
	end
	assign read_data = (address == 32'hFFFF0000) ? mtime_reg[31:0] :
		(address == 32'hFFFF0004) ? mtime_reg[63:32] :
		(address == 32'hFFFF0008) ? mtimecmp_reg[31:0] :
		(address == 32'hFFFF000C) ? mtimecmp_reg[63:32] :
		32'b0;
    assign interrupt = (mtime_reg >= mtimecmp_reg);
endmodule
</file>
<file path="constraint.sdc">
current_design timer

set clk_period 7.9
set clk_io_pct 0.2

create_clock -name clk0 -period $clk_period [get_ports {clk}]

set non_clock_inputs [all_inputs -no_clocks]
set_input_delay [expr $clk_period * $clk_io_pct] -clock clk0 $non_clock_inputs
set_output_delay [expr $clk_period * $clk_io_pct] -clock clk0 [all_outputs]
</file>
==> flow_metrics.py <==
# Flow results
metrics = {
    "synth": {
        "ys_ff": 128,
        "post_synth_ao_oa_area_fraction_pct": 16.8,
        "synth.largest_area_cell": "dfrtp_1",
        "yosys_cells": 869,
        "top_area_cell_share_pct": 42.4,
        "syn-mean-instance-area_um2": 8.70,
        "post_synth_mux_area_share_pct": 0.149,
        "synth.cellmix.simpleShare_pct": 17.3,
        "ys_chip_area_um2": 7560,
        "synth_seq_share_pct": 42.4,
        "synth.cellmix.xorXnorShare_pct": 7.19,
        "asyncSetResetFlopFracSynth_pct": 100,
        "netlist-cell-type-count": 41,
        "netlist_area_um2": 7560,
        "netlist_instances": 869,
        "ys_dominant_reg_cell": "dfrtp_1",
        "synthTopCellsByArea": "dfrtp_1 42%, ha_1 11%, nand2_1 6.4%",
        "count_of_flip_flops_with_a_built_in_enable_after_synthesis": 0,
        "synth.yosys.warnings": 1,
        "post_synth_fa_ha_maj_area_fraction_pct": 10.8,
        "topCombFamilyByArea": "simple AND/OR/NAND/NOR gates",
    },
    "pwr": {
        "p_comb_share_pct": 3.6,
        "vdd.ir_drop.worst_mv": 0.123,
        "switching_power_mw": 0.322,
        "power.share.switching_pct": 21.3,
        "total_leakage_power_nw": 4.45,
        "clock_power_share_pct": 53.0,
        "pwr_density_cell_nw_per_um2": 159,
        "power.share.sequential_pct": 43.4,
        "p_int_mw": 1.19,
    },
    "global_routing": {
        "grt_first_pass_wirelength_um": 33800,
        "first_global_vias": 6233,
        "antenna_found_initial": 0,
        "grt_remaining_overflow": 0,
        "maximum_number_of_pins_on_one_net_before_global_route_repair": 65,
        "grt_util_all_layers_pct": 16.7,
    },
    "cells_and_area": {
        "most_common_cell_after_layout_fill_and_taps_aside": "nand2_1",
        "post_route_cells_drive_above_1_share_pct": 5.35,
        "lay_top_cells": "129 x nand2_1, 128 x dfrtp_1, 99 x clkdlybuf4s50_1",
        "layout.filler_cells": 2410,
        "area_delta_synth_final_pct": 25.8,
        "stdcell_area_um2": 9510,
    },
    "placement": {
        "place_area_um2": 8900,
        "finalWeightedCongestion": 0.849,
        "dpl_wire_length_um": 14300,
        "port_buffers": 99,
    },
    "status": {
        "result_of_the_run": "completed",
    },
    "routing": {
        "drt_drc_violations_left": 0,
        "detail_route.iter0.violations": 292,
        "total_via_count_after_detailed_routing": 6403,
        "avgRoutedWirePerCell_um": 15.6,
        "vias_per_cell": 4.94,
        "antenna_cells": 0,
        "residual_antenna_violating_net_count_after_detailed_routing": 0,
        "detailedRoute.firstPassIterationCount": 5,
        "route.final.wire_length_um": 20200,
    },
    "floorplan": {
        "die_x_um": 161,
        "std_cell_rows": 57,
        "placeableCoreArea_um2": 24500,
        "die_height_um": 161,
        "fp_util_pct": 30.8,
        "die_area_um2": 25800,
        "i_o_pin_cnt": 100,
    },
    "cts": {
        "cts-hold-fix-buffers": 0,
        "cts.sinks": 128,
        "worstSkewPairLatency_ns": 0.41,
        "tritoncts": "yes",
        "clock-root-buffer": "clkbuf_16",
        "ctsLongestPathBuffers": 2,
        "cts.repair.resized": 0,
        "clk_pin_slew_ns": 0.06,
        "cts_made_buffers": 17,
        "post-cts-setup-buffer-count": 0,
        "htree_levels": 4,
    },
    "run": {
        "warnings": 25,
        "drv_cap": 0,
    },
    "min_path": {
        "holdPathStages": 1,
        "timing.hold.worst.start": "mtime_reg[63]",
        "holdCritPathClass": "register to register",
        "hold_path_end": "mtime_reg[63]",
    },
    "final_timing": {
        "fin_tns_setup_ns": 0,
        "worst-slew-pin-transition_ns": 0.861,
        "fin_worst_skew_ns": 0.00546,
        "grt_setup_unrepaired": "false",
        "worst_slew_margin_rel_pct": 42.2,
        "max_clock_freq_mhz": 162,
        "final_setup_violation_count": 0,
        "period_utilisation_layout_pct": 78.0,
        "report.final.hold_viol_count": 0,
        "slew_violations": 0,
        "finalWorstPathRequiredPeriod_ns": 6.16,
    },
    "critical_path": {
        "required_time_worst_endpoint_ns": 6.32,
        "crit_arrival_ns": 4.58,
        "worst-r2r-setup-slack_ns": 5.61,
        "critPathMaxFanout": 34,
        "worstReg2RegStart": "mtime_reg[6]",
        "cp-start-kind": "input port",
        "end_kind": "primary output",
        "reg2reg_to": "mtime_reg[30]",
        "r2r.worst_path.cells": 6,
        "worst-setup-path-type": "input port to primary output",
    },
}
==> kinds of logic after synthesis <==
| logic type | Yosys count |
|---|---|
| AOI/OAI and AO/OA | 240 |
| DFF | 128 |
| and+or+nand+nor | 267 |
| xor gates and xnor gates | 62 |
| muxes | 1 |
| buffers and inverters | 106 |
| adders and majority gates | 65 |
==> Yosys cell counts, types with 2 or more instances <==
cell and number:
xor2_1 20, ha_1 65, a221o_1 2, and3_1 14
nor2b_1 2, xnor2_1 42, and4_1 9, dfrtp_1 128
a21oi_1 86, o21ai_0 72, nand2_1 129, buf_2 12
nand4_1 33, o41ai_1 2, clkbuf_1 25, and2_1 2
nor2_1 24, nor4_1 6, o211ai_1 2, a21o_1 11
a221oi_1 2, inv_1 68, nor3_1 3, o21ai_1 60
nand3_1 34
==> layer usage <==
metal | GRT usage, % | wire (um) | vias to the layer above
met1 | 26.1 | 9820 | 3021
li1 | - | - | 3211
met4 | 1.16 | 123 | 0
met2 | 25.1 | 8980 | 162
met3 | 3.64 | 1280 | 9
met5 | 0 | 0 | -
==> worst max-delay path, stage by stage <==
cell and delay [ns]:
clkdlybuf4s50_1 0.40, nor4_1 0.29, nand4_1 0.33, or2_1 0.32, buf_4 0.27, or3b_4 0.62
o21ai_0 0.23, o21ai_0 0.12, clkdlybuf4s50_1 0.41
==> worst max path at each step <==
stage	to	from
CTS	read_data[0]	address[9]
finish	read_data[0]	address[4]
global route	read_data[0]	address[4]
==> power by group through the flow <==
| stage | Clock (mW) | Sequential (mW) | Combinational (mW) |
|---|---|---|---|
| CTS | 0.816 | 0.656 | 0.0569 |
| finish | 0.801 | 0.656 | 0.0550 |
| global route | 0.844 | 0.655 | 0.0607 |
==> stage by stage <==
| step | instances | worst slack [ns] | power, mW | util [%] | hold WS, ns |
|---|---|---|---|---|---|
| 3_5_place_dp | 1264 | 1.73 | 0.724 | 36.3 | 0.508 |
| 3_3_place_gp | 1264 | 1.75 | 0.724 | 36.3 | 0.505 |
| 2_1_floorplan | 869 | 2.91 | 0.681 | - | 0.467 |
| 6_report | 1296 | 1.74 | 1.51 | 38.8 | 0.522 |
| 4_1_cts | 1296 | 1.71 | 1.53 | 38.8 | 0.519 |
| 5_1_grt | 1296 | 1.47 | 1.56 | 38.8 | 0.535 |
==> final cells by class <==
type | instances | area, um2 | share of cell area [%]
inverter | 68 | 258 | 2.71
multi-input combinational | 635 | 3970 | 41.8
tap | 324 | 405 | 4.26
timing repair buffer | 109 | 1070 | 11.2
clock buffer | 18 | 439 | 4.62
sequential | 128 | 3200 | 33.7
clock inverter | 14 | 165 | 1.74
Power and IR drop assume default switching activity.
